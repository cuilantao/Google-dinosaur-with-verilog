==> /design/flow/design.v <==
module Project
	(
		CLOCK_50,						 
        KEY,
        SW,
		VGA_CLK,   						 
		VGA_HS,							 
		VGA_VS,							 
		VGA_BLANK_N,						 
		VGA_SYNC_N,						 
		VGA_R,   						 
		VGA_G,	 						 
		VGA_B   						 
	);
	input			CLOCK_50;				 
	input   [9:0]   SW;
	input   [3:0]   KEY;
	output			VGA_CLK;   				 
	output			VGA_HS;					 
	output			VGA_VS;					 
	output			VGA_BLANK_N;				 
	output			VGA_SYNC_N;				 
	output	[9:0]	VGA_R;   				 
	output	[9:0]	VGA_G;	 				 
	output	[9:0]	VGA_B;   				 
	wire resetn;
	assign resetn = KEY[0];
	wire [2:0] colour;
	wire [7:0] x;
	wire [6:0] y;
	wire ldx;
	wire ldy;
	wire writeEn;
	wire finish_dino;
	wire draw;
	wire count_enable;
	wire erase;
	wire is_jump;
	wire change;
	wire finish_erase;
	wire frame_updated;
	wire frame_counter;
	vga_adapter VGA(
			.resetn(resetn),
			.clock(CLOCK_50),
			.colour(colour),
			.x(x),
			.y(y),
			.plot(writeEn),
			.VGA_R(VGA_R),
			.VGA_G(VGA_G),
			.VGA_B(VGA_B),
			.VGA_HS(VGA_HS),
			.VGA_VS(VGA_VS),
			.VGA_BLANK(VGA_BLANK_N),
			.VGA_SYNC(VGA_SYNC_N),
			.VGA_CLK(VGA_CLK));
		defparam VGA.RESOLUTION = "160x120";
		defparam VGA.MONOCHROME = "FALSE";
		defparam VGA.BITS_PER_COLOUR_CHANNEL = 1;
		defparam VGA.BACKGROUND_IMAGE = "black.mif";
	datapath d0(
					.clk(CLOCK_50),
					.ld_x(ldx),
					.ld_y(ldy),
					.reset_n(resetn),
					.is_erase(erase),
					.is_change(change),
					.x_out(x),
					.y_out(y),
					.jump(KEY[2]),
					.color_out(colour),
					.is_jump(is_jump),
					.finish_dino(finish_dino),
					.finish_erase(finish_erase),
					.draw(draw),
					.count_enable(count_enable),
					.frame_counter(frame_counter),
					.frame_updated(frame_updated));
    control c0(
				.clk(CLOCK_50),
				.reset_n(resetn),
				.go(KEY[1]),
				.finish_erase(finish_erase),
				.ld_x(ldx),
				.ld_y(ldy),
				.writeEn(writeEn),
				.draw(draw),
				.finish_dino(finish_dino),
				.count_enable(count_enable),
				.is_erase(erase),
				.is_change(change),
				.is_jump(is_jump),
				.frame_counter(frame_counter),
				.frame_updated(frame_updated));
endmodule
module datapath
	(
		input clk,
		input ld_x, ld_y,
		input draw,
		input count_enable,
		input frame_counter,
		input reset_n,
		input jump,
		input is_erase,
		input is_change,
		output [7:0] x_out,
		output [6:0] y_out,
		output [2:0] color_out,
		output finish_dino,
		output reg finish_erase,
		output reg frame_updated,
		output reg is_jump
	);
	reg [4:0] count;
	wire enable_frame;
	reg [2:0] frame_count;
	reg [27:0] frame_counter_value;
	reg [2:0] count_x, count_y;
	reg [7:0] x;
	reg [6:0] y;
	reg [7:0] x_orig;
	reg [6:0] y_orig;
	reg [2:0] color;
	reg dir;
	always @(posedge clk) begin
		if (!reset_n)
			frame_counter_value <= 28'd0;
		else if(frame_counter_value == 28'd1000000)
			frame_counter_value <= 28'd0;
		else if(frame_counter == 1'b1)
			frame_counter_value <= frame_counter_value + 1'b1;
	end
	assign finish_dino = (frame_counter_value == 28'd1000000) ? 1 : 0;
		always @(posedge clk) begin
		if (!reset_n)
			is_jump <= 1'b0;
		else if (!jump)
			is_jump <= 1'b1;
	end
	always @(posedge clk) begin
		if (!reset_n) begin
			finish_erase <= 1'b0;
			count <= 5'd0;
		end
		else begin
		if (finish_erase)begin
			count <= 5'd0;
			finish_erase <= 1'b0;
		end
		if (count_enable)
			count <= count + 1;
		if (ld_x)
				x_orig <= {1'b0, 7'b0001111};
		if (ld_y)
				y_orig <= 7'b1100100;
		if (y_orig == 7'b1101010)
				dir <= 1'b0;
		else if (y_orig == 7'b0111100)
				dir <= 1'b1;
		if (is_change)
			if (!dir)
				y_orig <= y_orig - 1;
			else
				y_orig <= y_orig + 1;
		if (draw || is_erase) begin
			if (draw)
				color <= 3'b111;
			else if(is_erase)
				color <= 3'b000;
			if (count == 0) begin
				x <= x_orig;
				y <= y_orig;
			end
			if (count == 1) begin
				x <= x_orig-1'b1;
				y <= y_orig;
			end
			if (count == 2) begin
				x <= x_orig-2'd2;
				y <= y_orig;
			end
			if (count == 3) begin
				x <= x_orig+1'b1;
				y <= y_orig;
			end
			if (count == 4) begin
				x <= x_orig+2'd2;
				y <= y_orig;
			end
			if (count == 5) begin
				x <= x_orig;
				y <= y_orig+1'b1;
			end
			if (count == 6) begin
				x <= x_orig;
				y <= y_orig + 2'd2;
			end
			if (count == 7) begin
				x <= x_orig;
				y <= y_orig - 1'b1;
			end
			if (count == 8) begin
				x <= x_orig;
				y <= y_orig - 2'd2;
			end
			if (count == 9) begin
				x <= x_orig - 1'b1;
				y <= y_orig + 2'd3;
			end
			if (count == 10) begin
				x <= x_orig + 1'b1;
				y <= y_orig + 2'd3;
			end
			if (count == 11) begin
				x <= x_orig + 2'd2;
				y <= y_orig + 3'd4;
			end
			if (count == 12) begin
				x <= x_orig - 2'd2;
				y <= y_orig + 3'd4;
			end
			if (count == 13) begin
				x <= x_orig + 2'd3;
				y <= y_orig + 3'd5;
			end
			if (count == 14) begin
				x <= x_orig - 2'd3;
				y <= y_orig + 3'd5;
			end
			if (count == 15) begin
				x <= x_orig - 2'd2;
				y <= y_orig - 3'd6;
			end
			if (count == 16) begin
				x <= x_orig - 2'd2;
				y <= y_orig - 3'd5;
			end
			if (count == 17) begin
				x <= x_orig - 2'd2;
				y <= y_orig - 3'd4;
			end
			if (count == 18) begin
				x <= x_orig - 2'd2;
				y <= y_orig - 3'd3;
			end
			if (count == 19) begin
				x <= x_orig - 1'b1;
				y <= y_orig - 3'd6;
			end
			if (count == 20) begin
				x <= x_orig - 1'b1;
				y <= y_orig - 3'd5;
			end
			if (count == 21) begin
				x <= x_orig - 1'b1;
				y <= y_orig - 3'd4;
			end
			if (count == 22) begin
				x <= x_orig - 1'b1;
				y <= y_orig - 3'd3;
			end
			if (count == 23) begin
				x <= x_orig;
				y <= y_orig - 3'd6;
			end
			if (count == 24) begin
				x <= x_orig;
				y <= y_orig - 3'd5;
			end
			if (count == 25) begin
				x <= x_orig;
				y <= y_orig - 3'd4;
			end
			if (count == 26) begin
				x <= x_orig;
				y <= y_orig - 3'd3;
			end
			if (count == 27) begin
				x <= x_orig + 1'b1;
				y <= y_orig - 3'd6;
			end
			if (count == 28) begin
				x <= x_orig + 1'b1;
				y <= y_orig - 3'd5;
			end
			if (count == 29) begin
				x <= x_orig + 1'b1;
				y <= y_orig - 3'd4;
			end
			if (count == 30) begin
				x <= x_orig + 1'b1;
				y <= y_orig - 3'd3;
				if(is_erase) begin
					finish_erase <= 1'b1;
				end
			end
		end
		end
	end
	assign x_out = x; 
	assign y_out = y;
   assign color_out = color;
endmodule
module control
	(
		input clk,
		input reset_n,
		input go,
		input finish_dino,
		input is_jump,
		input frame_updated,
		input finish_erase,
		output reg ld_x, ld_y, writeEn, draw, count_enable, is_erase, is_change, frame_counter
	);
	reg [2:0] current_state, next_state;
	localparam 	start = 3'd0,
					start_wait = 3'd1,
					draw_dino = 3'd2,
					wait_jump = 3'd3,
					erase = 3'd4,
					change_x_y = 3'd5;
	always @(*) begin
		case (current_state)
			start: next_state = go ? start : start_wait;
			start_wait: next_state = go ? draw_dino : start_wait;
			draw_dino: next_state = finish_dino ? wait_jump : draw_dino;
			wait_jump: next_state = is_jump  ? erase: wait_jump;
			erase : next_state = finish_erase ? change_x_y : erase;
			change_x_y : next_state = draw_dino;
			default : next_state = start;
		endcase
	end
	always @(*) begin
		ld_x = 1'b0;
		ld_y = 1'b0;
		writeEn = 1'b0;
		draw = 1'b0;
		count_enable = 1'b0;
		is_erase = 1'b0;
		is_change = 1'b0;
		frame_counter = 1'b0;
		case (current_state)
			start: begin
				ld_x = 1'b1;
				ld_y = 1'b1;
			end
			start_wait: begin
				ld_x = 1'b1;
				ld_y = 1'b1;
			end
			draw_dino: begin
				writeEn = 1'b1;
				draw = 1'b1;
				count_enable = 1'b1;
				frame_counter = 1'b1;
			end
			erase: begin
				writeEn = 1'b1;
				is_erase = 1'b1;
				count_enable = 1'b1;
			end
				change_x_y: begin
				is_change = 1'b1;
			end
		endcase
	end
	always @(posedge clk) begin
		if (!reset_n)
			current_state <= start;
		else
			current_state <= next_state;
	end
endmodule
==> /design/flow/run.sh <==
#!/bin/bash
# OpenROAD 26Q1-2900-gdf79404cd8, Yosys 0.63+post, stock flow scripts
make -C /OpenROAD-flow-scripts/flow DESIGN_CONFIG=/design/flow/config.mk WORK_HOME=/design/flow/orfs finish
==> /design/flow/config.mk <==
export PLATFORM = sky130hd
export DESIGN_NAME = control
export DESIGN_NICKNAME = control
export VERILOG_FILES = /design/flow/design.v
export SDC_FILE = /design/flow/constraint.sdc
export NUM_CORES = 4
export LEC_CHECK = 1
export CORE_AREA = 10 10 70 70
export DIE_AREA = 0 0 80 80
==> /design/flow/constraint.sdc <==
current_design control

set clk_period 1.0
set clk_io_pct 0.2

create_clock -name clk0 -period $clk_period [get_ports {clk}]

set non_clock_inputs [all_inputs -no_clocks]
set_input_delay [expr $clk_period * $clk_io_pct] -clock clk0 $non_clock_inputs
set_output_delay [expr $clk_period * $clk_io_pct] -clock clk0 [all_outputs]
==> run summary <==
status - finished with violations
failing checks - negative setup slack
Critical Path Fanout Max - 2
number of global-route vias before repair - 238
GRT overflow - 0
std cell rows - 21
Final WS setup - -93.2 ps
Post-Synthesis Cells - 24
crit-path cells - or2_1 > buf_2
vias - 212
sw power - 0.0948 mW
initial antenna violation count - 0
detail-routed via count per cell - 2.44
post-synthesis cell area - 231 sq um
Worst R2R End - current_state[4]
Syn Area/Cell - 9.64 sq um
post-layout min period - 1090 ps
Cell Area, Placed - 419 sq um
final hold viol count - 0
# H-tree levels - 1
GPL Wtd Cong - 0.629
CTS Hold Bufs - 0
# setup viols final - 4
RSZ-0062 raised after global routing - yes
Internal - 0.423 mW
clock sink total - 6
core area - 3420 sq um
Hold WS - 459 ps
yosys stat cell total - 24
max reg flops - 6
Worst-Margin Slew - 174 ps
largest net degree at the start of global routing - 7
GR Util All Layers - 2.09%
Seq pwr share - 48.7%
Top cell excl fill/tap - clkdlybuf4s50_1
Worst Setup SP - current_state[1]
Peak VDD IR - 0.000197 V
critical path class - reg2out
Largest Register - current_state
Hold Crit Depth - 2
Num CTS Buffers - 3
Seq share, synth - 51.9%
MI comb area - 88.8 sq um
DIE WIDTH - 80 microns
Comb pwr share - 10.7%
Die Span Y - 80 microns
cycle use final - 109%
tool warnings - 28
clock-pin slew on the worst setup and hold paths - 40 ps
Critical Path RT - 800 ps
area grow syn2layout - 83.8%
crit path to - writeEn
clock root buffer - clkbuf_4
Final Cell Area - 425 sq um
switching share of power - 18.3%
layout cells sized above 1 - 41.5%
Max clock buf depth - 2
internal reg-to-reg setup slack - 190 ps
max-cap viol count - 0
Setup Skew - 1.08 ps
Yosys cell types - 9
WP buf/inv - 1
n_diodes - 0
global-route wire length before repair - 1070 microns
startpoint types - flop
Hold WC Path Type - reg2reg
port bufs - 13
Die Area - 6400 sq um
initial DRC count - 7
share of power burned in the clock network - 40.6%
YS warnings - 1
# DRC - 0
fp_density - 6.78%
Top delay family on crit path - flip-flops
Top Layout Cells - 5 x clkdlybuf4s50_1, 4 x nand2_1, 4 x buf_2
leakage power - 0.181 nW
#FFs+latches synth - 6
final core utilization - 12.5%
iteration tally of the first detailed-router pass - 4
Worst EP arrival - 890 ps
pwr dens - 1220 nW/um^2
fillers - 403
Slowest cell on crit path - dfxtp_2
routed length per instance - 7.94 microns
yosys stat chip area - 231 sq um
Worst slew margin - 88.3%
reg2reg start - current_state[1]
Crit. End Element - primary output
# IOs - 15
largest registers - current_state: 6 flops
Max Clk Rate - 915 MHz
TritonCTS clock tree - yes
Antenna Nets Post-Route - 0
clk ins delay skew pair - 240 ps
Slew Limit Fails - 0
Worst path depth - 2
CP max stage delay - 310 ps
path depth of the worst reg2reg path - 3
Seq. cell area - 124 sq um
total routed wirelength - 691 microns
[cell type report]
type	instances	area share, %
timing repair buffer	17	31.2
multi-input combinational	15	20.9
clock buffer	3	5.29
sequential	6	29.1
tap	46	13.5
[stage by stage]
stage	setup TNS, ps	setup slack (ps)	power, mW	std cells
after global placement	-892	-167	0.322	83
after detailed placement	-920	-173	0.322	83
after global routing	-551	-142	0.551	87
after CTS	-897	-194	0.535	88
after floorplan	0	179	0.275	24
final	-345	-93.2	0.517	87
[kinds of logic (layout without fill, tap and decap cells)]
logic type | count (synthesis) | count (layout) | synth area share [%]
buf+inv | 3 | 20 | 9.73
simple gates | 11 | 11 | 26.5
compound gates | 4 | 4 | 11.9
flops | 6 | 6 | 51.9
[worst register-to-register path: cells and delay by family (launching register included)]
kind                   cells  cell delay (ps)
buffers and inverters      2              230
AND/OR/NAND/NOR            1              160
flip-flops                 1              310
[metal layers]
| layer | track usage, % | share of wire, % | up-vias |
|---|---|---|---|
| met5 | 0 | 0 | - |
| met1 | 2.01 | 35 | 93 |
| met3 | 0.682 | 5.4 | 2 |
| met2 | 3.77 | 56 | 7 |
| met4 | 1.23 | 3.0 | 0 |
| li1 | - | - | 110 |
[cells in the mapped netlist (all sizes together)]
cell type,n,area (sq um)
dfxtp,6,120
a21boi,3,22.5
nand2b,3,18.8
or2,2,12.5
a21oi,1,5.00
nand2,4,15.0
buf,3,22.5
and3b,1,8.76
and3,1,6.26
[how the worst min path moves through the flow]
stage | slack, ps | start | to
6_report | 460 | current_state[0] | current_state[0]
4_1_cts | 460 | current_state[0] | current_state[0]
5_1_grt | 470 | current_state[0] | current_state[0]
[repair_timing]
action	in CTS	in global routing
setup endpoints to repair	8	8
setup buffers	2	0
endpoints found under the hold margin	0	0
pin swaps	2	1
gates resized	21	8
[power groups by stage]
| stage | combinational [mW] | clock [mW] | sequential (mW) |
|---|---|---|---|
| 6_report | 0.0553 | 0.210 | 0.252 |
| 5_1_grt | 0.0624 | 0.236 | 0.252 |
| 4_1_cts | 0.0611 | 0.222 | 0.252 |
Power figures rest on the tool's default switching activity, not on a simulated workload.
